==> ./design.v <==
module	Module_Counter_8_bit	(	clk_in,
					limit,
					out,
					carry);
input		clk_in;
input	[7:0]	limit;
output	[7:0]	out;
output		carry;
reg	[7:0]	out;
reg		carry;
always @(posedge clk_in) begin
	if (out >= (limit - 8'b00000001)) begin
		out = 0;
		carry = 1;
	end else if (out == 0) begin
		out = 1;
		carry = 0;
	end else
		out = out + 1;
end
endmodule
module	Module_FrequencyDivider	(	clk_in,
					period,
					clk_out);
input		clk_in;
input	[29:0]	period;
output		clk_out;
reg		clk_out;
reg	[29:0]	counter;
always @(posedge clk_in) begin
	if (counter >= (period - 1)) begin
		counter = 0;
		clk_out = ~clk_out;
	end else
		counter = counter + 1;
end
endmodule
module simpleCounter	(	CLK_50M,
				LED);
input		CLK_50M;
output	[7:0]	LED;
wire		w_clock_1_Hz;
wire		w2;
Module_FrequencyDivider		clock_1_Hz_generator	(	.clk_in(CLK_50M),
								.period(30'b000001011111010111100001000000),
								.clk_out(w_clock_1_Hz));
Module_Counter_8_bit		counterUnit		(	.clk_in(w_clock_1_Hz),
								.limit(8'b00001010),
								.out(LED[3:0]),
								.carry(w2));
Module_Counter_8_bit		counterDecine		(	.clk_in(w2),
								.limit(8'b00001010),
								.out(LED[7:4]));
endmodule
==> ./run.sh <==
#!/bin/bash
# OpenROAD 26Q1-2900-gdf79404cd8, Yosys 0.63+post, stock flow scripts
make -C /OpenROAD-flow-scripts/flow DESIGN_CONFIG=/design/flow/config.mk WORK_HOME=/design/flow/orfs finish
==> ./config.mk <==
export PLATFORM = sky130hd
export DESIGN_NAME = simpleCounter
export DESIGN_NICKNAME = simpleCounter
export VERILOG_FILES = /design/flow/design.v
export SDC_FILE = /design/flow/constraint.sdc
export NUM_CORES = 4
export LEC_CHECK = 1
export CORE_UTILIZATION = 30
==> ./constraint.sdc <==
current_design simpleCounter

set clk_period 2.7
set clk_io_pct 0.2

create_clock -name clk0 -period $clk_period [get_ports {CLK_50M}]

set non_clock_inputs [all_inputs -no_clocks]
set_input_delay [expr $clk_period * $clk_io_pct] -clock clk0 $non_clock_inputs
set_output_delay [expr $clk_period * $clk_io_pct] -clock clk0 [all_outputs]
==> flow_metrics.rpt <==
FLOW METRICS REPORT
----------------------------------------------------
[Clock network]
  TritonCTS clock tree ........................ built
  Clock Latency Late Sink ........................ roughly 280 ps
  Post-CTS Setup Bufs ........................ 0
  Post-CTS clock slew at the launch and capture registers of the worst setup and hold paths ........................ 70 ps
  Number of hold-repair buffers added at the cts stage ........................ 0
  Clock Tree Buf Depth ........................ 2
  Number of gates given a new drive strength after cts ........................ 0
  Depth of the CTS H-tree ........................ 2
  Number of buffers created by CTS ........................ 5
  Clock tree root buffer cell ........................ clkbuf_8

[Logic synthesis]
  Most popular library cell in the synthesized design by count ........................ dfxtp_1
  Area share, top type ........................ 0.467
  Leading area contributor after synthesis ........................ dfxtp_1
  Biggest area contributors in the synthesized netlist ........................ dfxtp_1, xnor2_1, ha_1, nor2_1, a21oi_1
  Distinct cell type count after synthesis ........................ 37
  Share of synthesized registers carrying an async set or reset ........................ 0
  Cell area after synthesis ........................ 0.00201 mm2
  Number of cell instances after yosys synthesis ........................ 212
  Synthesized flop and latch total ........................ 48
  Synthesis Warnings ........................ 4
  Post-synthesis average cell area ........................ approximately 9.5 um2
  Post-synth tally of flip-flops with integrated enable ........................ 1
  Post-synth top cells ........................ dfxtp_1, nor2_1, a21oi_1, inv_1, xnor2_1
  Synth Instances ........................ 212
  Sequential-to-total area share from yosys stat ........................ 0.482
  Post-synth area from yosys stat ........................ 0.00201 mm2
  Dominant synthesized flop cell ........................ dfxtp_1

[Global routing]
  Initial antenna violation count ........................ 0
  Total global-route track usage ........................ 0.0912
  Remaining global-route overflow ........................ 0
  Global-route wire length before repair ........................ 5310 um
  Number of global-route vias before repair ........................ 1228
  Largest net degree at the start of global routing ........................ 16

[Final timing]
  Worst hold slack ........................ 465 ps
  Final cycle utilization of the critical path ........................ 0.742
  Setup repair after global routing missed its margin ........................ no
  Count of final setup violators ........................ 0
  Register pins left without a clock ........................ 17
  Slew Limit Headroom ........................ 0.637
  Achievable Freq ........................ 499 MHz
  TNS Setup ........................ 0 ps
  Final hold violation count ........................ 0
  Max Clock Skew ........................ roughly 6.6 ps
  Time the worst path needs with I/O delays and setup ........................ ~2000 ps
  Max Transition Viols Final ........................ 0
  Pin slew with the least headroom to its limit ........................ 539 ps
  Number of unconstrained endpoints ........................ 17

[Power and ir drop]
  Largest vdd supply drop ........................ 371 uV
  Static Leak ........................ between 0.7 and 0.8 nW
  Power per cell area ........................ about 430 mW/mm2
  Sum of internal, switching and leakage power ........................ 0.000991 W

[Floorplan]
  Chip Width ........................ 83.9 um
  Number of top-level pins ........................ 9
  Core area ........................ 0.00642 mm2
  Site Rows ........................ 29
  Chip Height ........................ 83.9 um
  Initial core utilization ........................ 0.314
  Chip Footprint ........................ around 0.007 mm2

[Hold path]
  HP Start ........................ clock_1_Hz_generator.counter[0]$_SDFF_PP0_
  Hold depth ........................ 1
  Worst hold path endpoint ........................ clock_1_Hz_generator.counter[0]$_SDFF_PP0_
  Kind of path behind the tightest hold check ........................ reg -> reg

[Finish]
  Area growth from synthesis to layout ........................ 13.2%
  Share of cells above drive strength 1 ........................ 0.0696
  Final design instance area without fill ........................ 0.00228 mm2
  Fillers ........................ roughly 620

[Placed design]
  Routability congestion estimate ........................ 0.852
  Number of port buffers ........................ 8
  Placement Cell Area ........................ 0.00216 mm2
  Post-detailed-placement half-perimeter wirelength ........................ between 2000 and 2500 um

[Setup path]
  R2R Setup Slk ........................ slightly below 700 ps
  Largest driver fanout on the critical path ........................ 15
  FF-to-FF path depth ........................ 4
  Critical path capture point type ........................ flip-flop
  Data arrival time of the worst path ........................ 2040 ps
  Critical path type ........................ reg -> reg
  Startpoint Class ........................ flip-flop
  Worst reg2reg path startpoint ........................ clock_1_Hz_generator.counter[10]$_SDFF_PP0_
  Data required time of the worst path ........................ 2740 ps
  Capture instance of the worst register-to-register path ........................ clock_1_Hz_generator.clk_out$_DFFE_PP_

[Run]
  Tool warnings ........................ 30
  Number of maximum-capacitance violations ........................ 0

[Drt]
  Antenna viol nets, final ........................ 0
  Antenna diode instance count ........................ 0
  Total routed wirelength ........................ 3000 um
  Via count of the routed design ........................ ~1400
  DRC viols ........................ 4
  Avg WL per Cell ........................ 9.77 um
  Number of vias per cell after detailed routing ........................ about 4.6
  Starting DRT DRC Count ........................ 58
  DRT Pass-1 Iters ........................ 47

[Outcome]
  Run status ........................ complete, but fails checks
  Failing checks ........................ DRC

----------------------------------------------------
==> power by group <==
group          internal (W)  switching (W)
combinational    0.00000443     0.00000706
clock              0.000298       0.000168
sequential         0.000502      0.0000104
total              0.000805       0.000186
==> critical path, cell delays in order (launching register included) <==
cell      delay (ps)
dfxtp_1          340
or4_1            530
a311oi_1         310
o221ai_2         290
buf_4            290
==> worst max path at each step <==
| stage | start | to | slack [ps] | cells past startpoint |
|---|---|---|---|---|
| global route | clock_1_Hz_generator.counter[0]$_SDFF_PP0_ | clock_1_Hz_generator.counter[22]$_SDFF_PP0_ | 560 | 5 |
| CTS | clock_1_Hz_generator.counter[10]$_SDFF_PP0_ | clock_1_Hz_generator.clk_out$_DFFE_PP_ | 690 | 4 |
| finish | clock_1_Hz_generator.counter[10]$_SDFF_PP0_ | clock_1_Hz_generator.clk_out$_DFFE_PP_ | 700 | 4 |
==> through the flow <==
| stage | util | worst slack [ps] | cells |
|---|---|---|---|
| floorplan | - | 914 | 224 |
| global placement | 0.337 | 712 | 299 |
| detailed placement | 0.337 | 704 | 299 |
| CTS | 0.355 | 695 | 307 |
| global route | 0.355 | 562 | 307 |
| finish | 0.355 | 696 | 307 |
==> placed cells by master (no fill, tap or decap), types with 2 or more instances in the layout <==
| cell | n |
|---|---|
| nand4_1 | 5 |
| nand3_2 | 3 |
| nand2b_1 | 2 |
| nand2_1 | 9 |
| inv_1 | 12 |
| conb_1 | 13 |
| o31ai_1 | 4 |
| nor4_1 | 7 |
| ha_1 | 8 |
| nor3b_1 | 2 |
| xor2_1 | 5 |
| o21ai_0 | 7 |
| or4_1 | 6 |
| clkdlybuf4s50_1 | 8 |
| nor2_1 | 24 |
| nand3_1 | 9 |
| nor3_1 | 3 |
| dfxtp_1 | 47 |
| o21a_1 | 2 |
| a21oi_1 | 12 |
| o211ai_1 | 2 |
| or3_1 | 6 |
| clkbuf_8 | 6 |
| xnor2_1 | 12 |
| and4_1 | 2 |
==> logic make-up after synthesis <==
logic type,Yosys count,synth area share
and+or+nand+nor,83,0.228
DFF,48,0.482
AOI/OAI and AO/OA,32,0.102
buffers and inverters,23,0.0627
xor gates and xnor gates,17,0.0739
adders and majority gates,8,0.0497
other,1,0.00186
==> sequential cells by signal, indices dropped and copies added, names as in the netlist <==
register	count
clock_1_Hz_generator.clk_out	1
clock_1_Hz_generator.counter	30
counterDecine.out	8
counterUnit.carry	1
counterUnit.out	8
==> cell type report <==
class / instances / area (um2) / area share
inverter: 12 / 45.0 / 0.0198
timing repair buffer: 9 / 87.6 / 0.0384
multi-input combinational: 153 / 962 / 0.422
clock inverter: 2 / 35.0 / 0.0154
tap: 77 / 96.3 / 0.0423
clock buffer: 6 / 82.6 / 0.0362
sequential: 48 / 971 / 0.426
==> per-layer routing <==
metal / global-route usage / up-vias / part of all wire
met5: 0 / - / 0
met4: 0.0188 / 0 / 0.016
met3: 0.0201 / 4 / 0.033
met2: 0.138 / 20 / 0.43
met1: 0.137 / 625 / 0.53
li1: - / 760 / -
Power is estimated from default activity; no workload was simulated.
