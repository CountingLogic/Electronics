==> /design/flow/design.v <==
module Module_Delay(qzt_clk,
						clk_in,
						Vin,
						Vout);
input		qzt_clk;
input		clk_in;
input		[13:0]	Vin;
output	[13:0]	Vout;
reg	clk_in_old;
reg	Vout;
always @(posedge qzt_clk) begin
	if (!clk_in_old & clk_in) 
		Vout = Vin;
	clk_in_old = clk_in;
end
endmodule
==> /design/flow/run.sh <==
#!/bin/bash
# OpenROAD 26Q1-2900-gdf79404cd8, Yosys 0.63+post, stock flow scripts
make -C /OpenROAD-flow-scripts/flow DESIGN_CONFIG=/design/flow/config.mk WORK_HOME=/design/flow/orfs finish
==> /design/flow/config.mk <==
export PLATFORM = sky130hd
export DESIGN_NAME = Module_Delay
export DESIGN_NICKNAME = Module_Delay
export VERILOG_FILES = /design/flow/design.v
export SDC_FILE = /design/flow/constraint.sdc
export NUM_CORES = 4
export LEC_CHECK = 1
export CORE_AREA = 10 10 77 77
export DIE_AREA = 0 0 87 87
==> /design/flow/constraint.sdc <==
current_design Module_Delay

set clk_period 2.7
set clk_io_pct 0.2

create_clock -name clk0 -period $clk_period [get_ports {qzt_clk}]

set non_clock_inputs [all_inputs -no_clocks]
set_input_delay [expr $clk_period * $clk_io_pct] -clock clk0 $non_clock_inputs
set_output_delay [expr $clk_period * $clk_io_pct] -clock clk0 [all_outputs]
==> ci_impl_report.md <==
## PnR job results

| Metric | Value |
|---|---|
| Final hold vios | `0` |
| Area leader share | `92.56%` |
| Largest fanout on the critical path | `1` |
| Clk root buf | `clkbuf_8` |
| Core ar. | `4354 um^2` |
| Clock Path Buffers | `2` |
| Flop area | `440.4 um^2` |
| Mean area per synthesized cell | `28.39 um^2` |
| GRT Max-Usage Layer | `met2` |
| Vias/cell | `2.624` |
| Total CTS buffers | `3` |
| Yosys Chip Area | `454.2 um^2` |
| Iter 0 DRT Violations | `3` |
| Post-synth top area cell | `edfxtp_1` |
| Cells in synth_stat.txt | `16` |
| Post-Route WL | `1077 um` |
| Total Power | `0.4825 mW` |
| Yosys warnings | `1` |
| Status | `complete, no violations` |
| Vias in the first global route | `318` |
| Clk pwr share | `35.9%` |
| CP Buf/Inv Count | `1` |
| Post-CTS Setup Bufs | `0` |
| Total congestion overflow | `0` |
| Slowest CP cell | `clkdlybuf4s50_1` |
| Rel. slew slack | `73.70%` |
| Pins Over Slew Limit | `0` |
| Worst-margin pin slew | `0.3936 ns` |
| Total leakage power | `0.2833 nW` |
| Max cap viols | `0` |
| Largest vdd supply drop | `0.1916 mV` |
| Gr usage total | `2.905%` |
| Number of enable flip-flop cells | `14` |
| Via count | `265` |
| Placed cells | `97` |
| RSZ-0062 raised after global routing | `false` |
| Count leader, synth | `edfxtp_1` |
| Count of cell types in the netlist | `3` |
| Cts repair resizes | `0` |
| H-tree depth reported by CTS | `1` |
| Post-layout util | `19.63%` |
| Area delta synth->final | `88.15%` |
| Setup slack after layout | `1.126 ns` |
| First-pass GRT wire length | `1752 um` |
| IO buf count | `29` |
| Placement Setup Slack | `0.9315 ns` |
| Power density over the cells | `564.6 nW/um^2` |
| Clock transition at path regs | `0.06 ns` |
| Largest cells by area | `edfxtp_1 (93%), dfxtp_1 (4.4%), nor2b_4 (3.0%)` |
| Worst path arrival time | `1.03 ns` |
| P_int | `0.4025 mW` |
| Met1 Usage GRT | `3.041%` |
| Met3 usage | `1.509%` |
| Final setup skew | `0.002528 ns` |
| Die ar. | `7569 um^2` |
| Final worst path period share | `58.31%` |
| CP peak stage delay | `0.48 ns` |
| Die Y | `87 um` |
| Final worst path period need | `1.574 ns` |
| Setup violators final | `0` |
| ANT cells | `0` |
| Mapped Cells | `16` |
| Die W | `87 um` |
| DR pass1 iterations | `2` |
| GR Util met2 | `5.063%` |
| GP Congestion | `0.6673` |
| Seq share, synth | `96.97%` |
| Starting Density | `10.43%` |
| Worst setup SP type | `register` |
| Hold slack | `0.6315 ns` |
| Hold-fix buffers, CTS | `0` |
| CP endpoint kind | `primary output` |
| Switching power | `0.07998 mW` |
| Largest net degree at the start of global routing | `15` |
| Worst path top cell family by delay | `buffers and inverters` |
| # DRC | `0` |
| Io pins | `30` |
| Max Freq | `0.6352 GHz` |
| Setup TNS | `0 ns` |
| Post-route cell area | `854.6 um^2` |
| Ys flop type | `edfxtp_1` |
| Antenna-violating nets left | `0` |
| Req. time, crit path | `2.16 ns` |
| Log Warnings | `25` |
| Cell Rows | `24` |
| Flops after synth | `15` |
| Crit path cell chain | `clkdlybuf4s50_1` |
| Share of post-route cells with drive strength above 1 | `8.163%` |
| Filler cell count | `456` |
| Per-cell routed wire length | `10.66 um` |
| Sw frac | `16.58%` |
| Fraction of registers with async set/reset | `0%` |
| Crit Path Class | `reg2out` |
| Post-DP Area | `809.5 um^2` |
| Antenna violations before repair | `0` |
| CTS Sinks | `15` |
| Mapped cell area | `454.2 um^2` |
| TritonCTS clock tree | `done` |
| Seq pwr share | `55.6%` |
| Final std cells w/o fill | `101` |
| Logic pwr share | `8.5%` |
| Top cells by count | `edfxtp_1 (14), dfxtp_1 (1), nor2b_4 (1)` |
| Clock Latency Late Sink | `0.24 ns` |
| Gate Area | `13.76 um^2` |
| Hold Path Class | `reg2reg` |
## per-layer routing
metal | vias to the layer above | wire [um]
met5 | - | 0
li1 | 127 | -
met2 | 9 | 633
met1 | 129 | 350
met3 | 0 | 93
met4 | 0 | 0
## worst paths after layout
kind,startpoint,slack [ns],cells after the start,end
worst max-delay path,Vout[11],1.13,1,Vout[11]
worst min-delay path,clk_in_old,0.63,1,Vout[11]
worst max register to register,clk_in_old,1.69,1,Vout[3]
worst min register to register,clk_in_old,0.63,1,Vout[11]
## cell type report
class	count	share of cell area (%)
flip-flops and latches	15	51.54
repair buffers	29	33.97
well taps	52	7.613
clock buffers	4	5.271
multi-input cells	1	1.611
## flip-flops by register name, indices dropped and copies added, names as in the netlist
name	cells
Vout	14
clk_in_old	1
## cell usage in the layout (no fill, tap or decap)
cell              n
dfxtp_1           1
nor2b_4           1
clkdlybuf4s50_1  29
clkbuf_1          1
clkbuf_8          3
edfxtp_1         14
## logic make-up after synthesis
family | Yosys count | share of synthesized area (%)
and+or+nand+nor | 1 | 3.030
DFF | 15 | 96.97
## power groups by stage
stage / combinational [mW] / clock (mW) / sequential [mW]
finish: 0.0409 / 0.173 / 0.268
global route: 0.0443 / 0.198 / 0.269
CTS: 0.0421 / 0.180 / 0.268
Power figures rest on the tool's default switching activity, not on a simulated workload.
